==> flow/design.v <==
module minilab1a(
	input 		          		ADC_CLK_10,
	input 		          		MAX10_CLK1_50,
	input 		          		MAX10_CLK2_50,
	output	reg	     [6:0]		HEX0,
	output	reg	     [6:0]		HEX1,
	output	reg	     [6:0]		HEX2,
	output	reg	     [6:0]		HEX3,
	output	reg	     [6:0]		HEX4,
	output	reg	     [6:0]		HEX5,
	input 		     [1:0]		KEY,
	output		     [9:0]		LEDR,
	input 		     [9:0]		SW
);
localparam DATA_WIDTH = 8;
localparam DEPTH = 8;
localparam FILL = 2'd0;
localparam EXEC = 2'd1;
localparam DONE = 2'd2;
parameter HEX_0 = 7'b1000000;		 
parameter HEX_1 = 7'b1111001;		 
parameter HEX_2 = 7'b0100100;		 
parameter HEX_3 = 7'b0110000;		 
parameter HEX_4 = 7'b0011001;		 
parameter HEX_5 = 7'b0010010;		 
parameter HEX_6 = 7'b0000010;		 
parameter HEX_7 = 7'b1111000;		 
parameter HEX_8 = 7'b0000000;		 
parameter HEX_9 = 7'b0011000;		 
parameter HEX_10 = 7'b0001000;	 
parameter HEX_11 = 7'b0000011;	 
parameter HEX_12 = 7'b1000110;	 
parameter HEX_13 = 7'b0100001;	 
parameter HEX_14 = 7'b0000110;	 
parameter HEX_15 = 7'b0001110;	 
parameter OFF   = 7'b1111111;		 
reg [1:0] state;
reg [DATA_WIDTH-1:0] datain [0:1];
reg [DATA_WIDTH*3-1:0] result;
wire rst_n;
wire [1:0] rden, wren, full, empty;
wire [DATA_WIDTH-1:0] dataout [0:1];
wire [DATA_WIDTH*3-1:0] macout;
genvar i;
generate
  for (i=0; i<2; i=i+1) begin : fifo_gen
    FIFO
    #(
    .DEPTH(DEPTH),
    .DATA_WIDTH(DATA_WIDTH)
    ) input_fifo
    (
    .clk(MAX10_CLK1_50),
    .rst_n(rst_n),
    .rden(rden[i]),
    .wren(wren[i]),
    .i_data(datain[i]),
    .o_data(dataout[i]),
    .full(full[i]),
    .empty(empty[i])
    );
  end
endgenerate
MAC
#(
.DATA_WIDTH(DATA_WIDTH)
) mac
(
.clk(MAX10_CLK1_50),
.rst_n(rst_n),
.En(&rden),
.Clr(1'b0),
.Ain(dataout[0]),
.Bin(dataout[1]),
.Cout(macout)
);
assign rst_n = KEY[0];
assign wren[0] = state == FILL;
assign wren[1] = wren[0];
assign rden[0] = state == EXEC;
assign rden[1] = rden[0];
integer j;
always @(posedge MAX10_CLK1_50 or negedge rst_n) begin
  if (~rst_n) begin
    state <= FILL;
	 result <= {(DATA_WIDTH*3){1'b0}};
	 for (j=0; j<2; j=j+1) begin
	   datain[j] <= {DATA_WIDTH{1'b0}};
	 end
  end
  else begin
    case(state)
	   FILL:
		begin
		  if (full) begin
		    state <= EXEC;
		  end
		  else begin
		    datain[0] <= datain[0] + 5;
			 datain[1] <= datain[1] + 10;
		  end
	   end	
		EXEC:
		begin
		  if (empty) begin
		    state <= DONE;
		  end
		end
		DONE:
		begin
		  result <= macout;
		end
	 endcase
  end
end
always @(*) begin
  if (state == DONE & SW[0]) begin
    case(macout[3:0])
      4'd0: HEX0 = HEX_0;
	   4'd1: HEX0 = HEX_1;
	   4'd2: HEX0 = HEX_2;
	   4'd3: HEX0 = HEX_3;
	   4'd4: HEX0 = HEX_4;
	   4'd5: HEX0 = HEX_5;
	   4'd6: HEX0 = HEX_6;
	   4'd7: HEX0 = HEX_7;
	   4'd8: HEX0 = HEX_8;
	   4'd9: HEX0 = HEX_9;
	   4'd10: HEX0 = HEX_10;
	   4'd11: HEX0 = HEX_11;
	   4'd12: HEX0 = HEX_12;
	   4'd13: HEX0 = HEX_13;
	   4'd14: HEX0 = HEX_14;
	   4'd15: HEX0 = HEX_15;
    endcase
  end
  else begin
    HEX0 = OFF;
  end
end
always @(*) begin
  if (state == DONE & SW[0]) begin
    case(macout[7:4])
      4'd0: HEX1 = HEX_0;
	   4'd1: HEX1 = HEX_1;
	   4'd2: HEX1 = HEX_2;
	   4'd3: HEX1 = HEX_3;
	   4'd4: HEX1 = HEX_4;
	   4'd5: HEX1 = HEX_5;
	   4'd6: HEX1 = HEX_6;
	   4'd7: HEX1 = HEX_7;
	   4'd8: HEX1 = HEX_8;
	   4'd9: HEX1 = HEX_9;
	   4'd10: HEX1 = HEX_10;
	   4'd11: HEX1 = HEX_11;
	   4'd12: HEX1 = HEX_12;
	   4'd13: HEX1 = HEX_13;
	   4'd14: HEX1 = HEX_14;
	   4'd15: HEX1 = HEX_15;
    endcase
  end
  else begin
    HEX1 = OFF;
  end
end
always @(*) begin
  if (state == DONE & SW[0]) begin
    case(macout[11:8])
      4'd0: HEX2 = HEX_0;
	   4'd1: HEX2 = HEX_1;
	   4'd2: HEX2 = HEX_2;
	   4'd3: HEX2 = HEX_3;
	   4'd4: HEX2 = HEX_4;
	   4'd5: HEX2 = HEX_5;
	   4'd6: HEX2 = HEX_6;
	   4'd7: HEX2 = HEX_7;
	   4'd8: HEX2 = HEX_8;
	   4'd9: HEX2 = HEX_9;
	   4'd10: HEX2 = HEX_10;
	   4'd11: HEX2 = HEX_11;
	   4'd12: HEX2 = HEX_12;
	   4'd13: HEX2 = HEX_13;
	   4'd14: HEX2 = HEX_14;
	   4'd15: HEX2 = HEX_15;
    endcase
  end
  else begin
    HEX2 = OFF;
  end
end
always @(*) begin
  if (state == DONE & SW[0]) begin
    case(macout[15:12])
      4'd0: HEX3 = HEX_0;
	   4'd1: HEX3 = HEX_1;
	   4'd2: HEX3 = HEX_2;
	   4'd3: HEX3 = HEX_3;
	   4'd4: HEX3 = HEX_4;
	   4'd5: HEX3 = HEX_5;
	   4'd6: HEX3 = HEX_6;
	   4'd7: HEX3 = HEX_7;
	   4'd8: HEX3 = HEX_8;
	   4'd9: HEX3 = HEX_9;
	   4'd10: HEX3 = HEX_10;
	   4'd11: HEX3 = HEX_11;
	   4'd12: HEX3 = HEX_12;
	   4'd13: HEX3 = HEX_13;
	   4'd14: HEX3 = HEX_14;
	   4'd15: HEX3 = HEX_15;
    endcase
  end
  else begin
    HEX3 = OFF;
  end
end
always @(*) begin
  if (state == DONE & SW[0]) begin
    case(macout[19:16])
      4'd0: HEX4 = HEX_0;
	   4'd1: HEX4 = HEX_1;
	   4'd2: HEX4 = HEX_2;
	   4'd3: HEX4 = HEX_3;
	   4'd4: HEX4 = HEX_4;
	   4'd5: HEX4 = HEX_5;
	   4'd6: HEX4 = HEX_6;
	   4'd7: HEX4 = HEX_7;
	   4'd8: HEX4 = HEX_8;
	   4'd9: HEX4 = HEX_9;
	   4'd10: HEX4 = HEX_10;
	   4'd11: HEX4 = HEX_11;
	   4'd12: HEX4 = HEX_12;
	   4'd13: HEX4 = HEX_13;
	   4'd14: HEX4 = HEX_14;
	   4'd15: HEX4 = HEX_15;
    endcase
  end
  else begin
    HEX4 = OFF;
  end
end
always @(*) begin
  if (state == DONE & SW[0]) begin
    case(macout[23:20])
      4'd0: HEX5 = HEX_0;
	   4'd1: HEX5 = HEX_1;
	   4'd2: HEX5 = HEX_2;
	   4'd3: HEX5 = HEX_3;
	   4'd4: HEX5 = HEX_4;
	   4'd5: HEX5 = HEX_5;
	   4'd6: HEX5 = HEX_6;
	   4'd7: HEX5 = HEX_7;
	   4'd8: HEX5 = HEX_8;
	   4'd9: HEX5 = HEX_9;
	   4'd10: HEX5 = HEX_10;
	   4'd11: HEX5 = HEX_11;
	   4'd12: HEX5 = HEX_12;
	   4'd13: HEX5 = HEX_13;
	   4'd14: HEX5 = HEX_14;
	   4'd15: HEX5 = HEX_15;
    endcase
  end
  else begin
    HEX5 = OFF;
  end
end
assign LEDR = {{8{1'b0}}, state};
endmodule
`default_nettype none
module FIFO
#(
  parameter DEPTH=8,
  parameter DATA_WIDTH=8   
)
(
  input  wire clk,
  input  wire rst_n,
  input  wire rden,
  input  wire wren,
  input  wire [DATA_WIDTH-1:0] i_data,
  output reg [DATA_WIDTH-1:0] o_data,
  output logic full,
  output logic empty
);
  logic [DATA_WIDTH-1:0] fifo_mem [0:DEPTH-1];
  logic [$clog2(DEPTH):0] wr_ptr, rd_ptr;  
  assign full = ~((wr_ptr[$clog2(DEPTH)-1:0] ^ rd_ptr[$clog2(DEPTH)-1:0])) & (wr_ptr[$clog2(DEPTH)] != rd_ptr[$clog2(DEPTH)]);  
  assign empty = ~|(wr_ptr ^ rd_ptr);
  always_ff @(posedge clk or negedge rst_n) begin
    if (!rst_n) begin
      o_data <= '0;
    end
    else begin
      if(rden & ~empty) begin
        o_data <= fifo_mem[rd_ptr[$clog2(DEPTH)-1:0]];
      end
      else begin
        o_data <= '0;
      end
    end
  end
  always_ff @(posedge clk or negedge rst_n) begin
    if (!rst_n) begin
      wr_ptr <= '0;
      rd_ptr <= '0;
    end
    else begin
      if(wren & ~full)  begin
        fifo_mem[wr_ptr] <= i_data;
        wr_ptr <= wr_ptr + 1;
      end
      if(rden & ~empty) begin
        rd_ptr <= rd_ptr + 1; 
      end
    end 
  end
endmodule
module MAC #
(
parameter DATA_WIDTH = 8
)
(
input clk,
input rst_n,
input En,
input Clr,
input [DATA_WIDTH-1:0] Ain,
input [DATA_WIDTH-1:0] Bin,
output [DATA_WIDTH*3-1:0] Cout
);  
reg [DATA_WIDTH*3-1:0] cum_register;
wire [DATA_WIDTH*3-1:0] intermed_product;
assign intermed_product = Ain * Bin;
assign Cout = cum_register;
always_ff @(posedge clk or negedge rst_n) begin
    if(!rst_n) begin 
        cum_register <= {DATA_WIDTH*3{1'b0}};
    end
    else begin 
        if(Clr) begin
            cum_register <= {DATA_WIDTH*3{1'b0}};
        end 
        else if (En) begin
            cum_register <= intermed_product + cum_register;
        end
    end
end
endmodule
==> flow/run.sh <==
#!/bin/bash
# OpenROAD 26Q1-2900-gdf79404cd8, Yosys 0.63+post, stock flow scripts
make -C /OpenROAD-flow-scripts/flow DESIGN_CONFIG=/design/flow/config.mk WORK_HOME=/design/flow/orfs finish
==> flow/config.mk <==
export PLATFORM = sky130hd
export DESIGN_NAME = minilab1a
export DESIGN_NICKNAME = minilab1a
export VERILOG_FILES = /design/flow/design.v
export SDC_FILE = /design/flow/constraint.sdc
export NUM_CORES = 4
export LEC_CHECK = 1
export CORE_UTILIZATION = 50
==> flow/constraint.sdc <==
current_design minilab1a

set clk_period 9.4
set clk_io_pct 0.2

create_clock -name clk0 -period $clk_period [get_ports {MAX10_CLK1_50}]

set non_clock_inputs [all_inputs -no_clocks]
set_input_delay [expr $clk_period * $clk_io_pct] -clock clk0 $non_clock_inputs
set_output_delay [expr $clk_period * $clk_io_pct] -clock clk0 [all_outputs]
==> flow_summary.json <==
{
  "async_flop_share": 0.372,
  "drc_errors": 0,
  "numCtsBuffers": 17,
  "pin_count": 67,
  "min_period_over_period": 0.625,
  "gp_congestion": 0.893,
  "avgSynthCellArea_um2": 11.0,
  "yosysWarningCount": 6,
  "common_cells": "120 x edfxtp_1, 104 x ha_1, 89 x nand2_1",
  "worst-r2r-setup-slack_ps": 3540,
  "cts_buffer_depth": 2,
  "grt_first_pass_wirelength_um": 39400,
  "arrival_ps": 3990,
  "clock_skew_ps": 11.4,
  "overflow": 0,
  "hp-class": "reg2reg",
  "critPathKind": "in2out",
  "final_hold_viol_count": 0,
  "cts.hold.buffers_added": 0,
  "num_vias": 7892,
  "cellLeakagePower_nw": 5.43,
  "post-route-util": 0.571,
  "grtUsageTotal": 0.222,
  "clk_pin_slew_ps": 70,
  "endpoint_kind": "output pin",
  "num_rows": 55,
  "p_per_area_nw_per_um2": 124,
  "max_freq_ghz": 0.170,
  "via_per_inst": 5.56,
  "antenna_found_initial": 0,
  "top_area_frac": 0.308,
  "fin_tns_setup_ps": 0,
  "ys_seq_share": 0.460,
  "vdd_drop_max_v": 0.000142,
  "cp.required_ps": 7520,
  "synth_stat.cells": 1059,
  "syn_to_final_growth_pct": 11.3,
  "htreeDepth": 4,
  "fin_cells": 1419,
  "slew_headroom": 0.465,
  "clockRootBuffer": "clkbuf_16",
  "grt_pass1_vias": 7787,
  "syn-instance-count": 1059,
  "start_kind": "input pin",
  "worst_pin_slew_ps": 802,
  "warnings": 74,
  "grt_max_degree": 40,
  "ys.flops": 191,
  "cts_tree": "done",
  "drive_gt1_frac": 0.0579,
  "placedCellCount": 1387,
  "finalSetupViolCount": 0,
  "rsz0062_at_grt": "no",
  "drv_cap": 0,
  "yosysMostFrequentCell": "edfxtp_1",
  "drt-initial-drc-count": 499,
  "ys_types": 65,
  "ys_top_cells_by_area": "edfxtp_1 31%, dfrtp_1 15%, ha_1 11%, fa_1 5.3%, nand2_1 2.9%",
  "post-route-min-period_ps": 5870,
  "drtAntennaViolNets": 0,
  "port_buffers": 46,
  "clock_latency_ps": 430,
  "wl_per_cell_um": 16.6,
  "slew_viol_final": 0,
  "cts.repair.resized": 0,
  "dr.pass1.iters": 6,
  "num_antenna_cells": 0,
  "nFillCells": 1885,
  "status": "finished clean",
  "finalWirelength_um": 23500,
  "core_um2": 22800,
  "die_w_um": 155,
  "ys.flop_type": "edfxtp_1",
  "cp_max_fo": 26,
  "synth_area_leader_cell": "edfxtp_1",
  "fp-utilization": 0.513,
  "cts_setup_buffers": 0,
  "dp_hpwl_um": 17100,
  "clkSinkCount": 191,
  "dieArea_um2": 24000,
  "die_h_um": 155,
  "yosys-stat-area_um2": 11700,
  "edf_count": 120,
  "synth_area_um2": 11700
}
[report_power, final]
part | internal, mW | leakage (nW) | switching, mW
logic | 0.0138 | 3.14 | 0.0118
clock network | 0.360 | 0.288 | 0.346
registers | 0.884 | 2.00 | 0
[metrics by stage]
| step | setup WS, ps | hold slack [ps] | cell area [um^2] | total power [mW] |
|---|---|---|---|---|
| floorplan | 4070 | 462 | 11700 | 0.909 |
| global placement | 3500 | 477 | 12400 | 0.929 |
| detailed placement | 3520 | 480 | 12400 | 0.929 |
| global route | 3100 | 495 | 13000 | 1.67 |
| CTS | 3510 | 492 | 13000 | 1.64 |
| finish | 3530 | 489 | 13000 | 1.61 |
[worst max-delay path, stage by stage]
cell and delay, ps:
clkdlybuf4s50_1 450, nand2_1 110, nor2_2 440, buf_4 350, o21ai_0 160, a21o_1 170, clkdlybuf4s50_1 410
[flip-flops by register name, summed over array words and instances, names as in the netlist]
register,cells
fifo_gen.input_fifo.wr_ptr,8
state,2
datain,15
fifo_gen.input_fifo.rd_ptr,8
fifo_gen.input_fifo.o_data,15
fifo_gen.input_fifo.fifo_mem,120
mac.cum_register,23
[path summary, 6_finish.rpt]
path / depth (start not counted) / end / startpoint
min in group asynchronous: 1 / state[1] / KEY[0]
worst min register to register: 1 / fifo_gen[0].input_fifo.wr_ptr[3] / fifo_gen[0].input_fifo.wr_ptr[3]
worst min-delay path: 1 / fifo_gen[0].input_fifo.wr_ptr[3] / fifo_gen[0].input_fifo.wr_ptr[3]
worst max-delay path: 7 / HEX0[2] / SW[0]
max in group asynchronous: 2 / mac.cum_register[13] / KEY[0]
worst max register to register: 18 / mac.cum_register[16] / fifo_gen[0].input_fifo.o_data[1]
[placed cells by master, fill, tap and decap left out, drive strengths merged, types with 18 or more instances in the layout]
cell	synthesis	final
edfxtp	120	120
ha	104	104
nand2	89	89
inv	75	82
dfrtp	71	71
nor2	57	57
and2	54	54
clkdlybuf4s50	0	45
o21ai	44	44
a21oi	37	37
fa	31	31
o311ai	27	27
xnor2	26	26
xor2	25	25
nand3	22	22
and3	21	21
o211ai	21	21
mux2	18	18
clkbuf	30	18
[layer usage]
metal  global-route usage  wire (um)
met3               0.0539       1360
met4               0.0250        297
met5                    0          0
met2                0.358      11500
met1                0.339      10300
[kinds of logic (layout without fill, tap and decap cells)]
| group | count (synthesis) | in the layout | share of synthesized area |
|---|---|---|---|
| other | 1 | 8 | 0.000321 |
| and+or+nand+nor | 307 | 307 | 0.133 |
| AOI/OAI and AO/OA | 234 | 234 | 0.144 |
| adders and majority gates | 135 | 135 | 0.164 |
| muxes | 20 | 20 | 0.0191 |
| xor gates and xnor gates | 51 | 51 | 0.0382 |
| DFF | 191 | 191 | 0.460 |
| buffers and inverters | 120 | 160 | 0.0411 |
[final cells by class]
class | count | area, um^2 | share of cell area
multi-input combinational | 755 | 5850 | 0.450
tap | 313 | 392 | 0.0301
clock buffer | 18 | 429 | 0.0330
sequential | 191 | 5380 | 0.414
inverter | 76 | 285 | 0.0219
clock inverter | 14 | 163 | 0.0125
timing repair buffer | 52 | 503 | 0.0387
Power and IR drop assume default switching activity.
