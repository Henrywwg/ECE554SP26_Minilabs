`flow/config.mk`:
```
export PLATFORM = sky130hd
export DESIGN_NAME = edge_detect
export DESIGN_NICKNAME = edge_detect
export VERILOG_FILES = /design/flow/design.v
export SDC_FILE = /design/flow/constraint.sdc
export NUM_CORES = 4
export LEC_CHECK = 1
export CORE_UTILIZATION = 50
```
`flow/run.sh`:
```
#!/bin/bash
# OpenROAD 26Q1-2900-gdf79404cd8, Yosys 0.63+post, stock flow scripts
make -C /OpenROAD-flow-scripts/flow DESIGN_CONFIG=/design/flow/config.mk WORK_HOME=/design/flow/orfs finish
```
`flow/constraint.sdc`:
```
current_design edge_detect

set clk_period 18.8
set clk_io_pct 0.2

create_clock -name clk0 -period $clk_period [get_ports {clk}]

set non_clock_inputs [all_inputs -no_clocks]
set_input_delay [expr $clk_period * $clk_io_pct] -clock clk0 $non_clock_inputs
set_output_delay [expr $clk_period * $clk_io_pct] -clock clk0 [all_outputs]
```
`flow/design.v`:
```
module edge_detect(
    input wire clk,
    input wire rst_n,
    input wire filter_type,  
    input wire valid,
    input wire [9:0] x_cntr,  
    input wire [9:0] y_cntr,  
    input wire [11:0] pixel_in,  
    output wire [11:0] pixel_out
);
reg signed [14:0] edge_value_v;  
reg signed [14:0] edge_value_h;  
reg [14:0] edge_value_v_u;  
reg [14:0] edge_value_h_u;  
wire in_bounds;  
assign in_bounds = (x_cntr > 1) && (x_cntr < 638) && (y_cntr > 1) && (y_cntr < 478) && valid;  
reg signed [12:0] cur_pix_mat [0:2][0:2];  
wire [11:0] row1_out;  
wire [11:0] row2_out;  
row_buffer iR1 (         
    .clk(clk),
    .rst_n(rst_n),
    .en(valid),
    .pixel_in(pixel_in),  
    .pixel_out(row1_out)
);
row_buffer iR2 (         
    .clk(clk),
    .rst_n(rst_n),
    .en(valid),
    .pixel_in(row1_out),  
    .pixel_out(row2_out) 
);
always_ff @(posedge clk) begin
    if(valid) begin
        cur_pix_mat[2][0] <= pixel_in;  
        cur_pix_mat[2][1] <= cur_pix_mat[2][0];  
        cur_pix_mat[2][2] <= cur_pix_mat[2][1];  
        cur_pix_mat[1][0] <= row1_out;  
        cur_pix_mat[1][1] <= cur_pix_mat[1][0];  
        cur_pix_mat[1][2] <= cur_pix_mat[1][1];  
        cur_pix_mat[0][0] <= row2_out;  
        cur_pix_mat[0][1] <= cur_pix_mat[0][0];  
        cur_pix_mat[0][2] <= cur_pix_mat[0][1];  
    end
end
always_ff @(posedge clk) begin
    if(in_bounds) begin
        edge_value_h <= (cur_pix_mat[0][0] + {cur_pix_mat[0][1][12:0], 1'b0} + cur_pix_mat[0][2]) - (cur_pix_mat[2][0] + {cur_pix_mat[2][1][12:0], 1'b0} + cur_pix_mat[2][2]);  
        edge_value_v <= (cur_pix_mat[0][0] + {cur_pix_mat[1][0][12:0], 1'b0} + cur_pix_mat[2][0]) - (cur_pix_mat[0][2] + {cur_pix_mat[1][2][12:0], 1'b0} + cur_pix_mat[2][2]);  
    end
    else begin
        edge_value_h <= 15'h0000;    
        edge_value_v <= 15'h0000;
    end
    edge_value_h_u <= edge_value_h[14] ? -edge_value_h : edge_value_h;
    edge_value_v_u <= edge_value_v[14] ? -edge_value_v : edge_value_v;
end
assign pixel_out = filter_type ? 
                (edge_value_v_u > 15'd4095 ? 12'hFFF : edge_value_v_u[11:0]) :
                (edge_value_h_u > 15'd4095 ? 12'hFFF : edge_value_h_u[11:0]);  
endmodule
module row_buffer(
    input clk,
    input rst_n,
    input en,
    input [11:0] pixel_in,
    output reg [11:0] pixel_out
);
reg [11:0] buffer [0:639];  
reg [9:0] write_ptr;  
reg [9:0] read_ptr;   
always_ff @(posedge clk or negedge rst_n) begin
    if(!rst_n) begin
        write_ptr <= '0;
        read_ptr <= 10'd1;  
    end
    else if (en) begin
        buffer[write_ptr] <= pixel_in;
        write_ptr <= write_ptr == 639 ? 0 : write_ptr + 1'b1;
        read_ptr <= read_ptr == 639 ? 0 : read_ptr + 1'b1;  
        pixel_out <= buffer[read_ptr];  
    end
end
endmodule
```
==> results.json <==
{
  "grt_max_degree": 128,
  "yosys-top-cells-area": "edfxtp_1, a22oi_1, nand4_1",
  "cts-htree-levels": 7,
  "ctsResizeCount": 0,
  "error": "[ERROR GRT-0116] Global routing finished with congestion. Check the congestion regions in the DRC Viewer.",
  "clkSinkCount": 15592,
  "yosys_area_um2": 585000,
  "cts-root-buf": "clkbuf_16",
  "synthesis.area_um2": 585000,
  "place_area_um2": 659000,
  "io_pins": 48,
  "top_area_frac": 0.795,
  "grt_use_total": 1.24,
  "syn_inst": 34088,
  "grt_overflow": 312931,
  "grt_pass1_wl_um": 8020000,
  "ys_warn_count": 4,
  "post_cts_buffers": 0,
  "core_util_floorplan": 0.501,
  "grt_pass1_vias": 584859,
  "cts_hold_buf": 0,
  "fp.dieH_um": 1080,
  "ys_top_cells_by_count": "edfxtp_1, a22oi_1, nand4_1, nor2_1, clkbuf_1",
  "rows": 397,
  "numSynthFlops": 15592,
  "synth_seq_share": 0.799,
  "cts_made_buffers": 1633,
  "synthMostInstantiatedCell": "edfxtp_1",
  "edf_count": 15492,
  "syn_area_per_cell_um2": 17.2,
  "ys_cells": 34088,
  "flop_cell": "edfxtp_1",
  "lastStage": "5_1_grt",
  "place_congestion": 1.88,
  "cts_buffer_depth": 6,
  "yosysTopAreaCell": "edfxtp_1",
  "synthArstFlopShare": 0.00257,
  "status": "stopped before the end",
  "portBuffers": 45,
  "die_w_um": 1080,
  "synth.distinct_cells": 88,
  "dp_hpwl_um": 4230000
}
==> per-layer routing <==
metal	overflow	GRT usage
met1	149346	1.66
met5	2614	0.764
met2	87356	1.27
met4	16030	0.923
met3	57585	1.08
==> kinds of logic after synthesis <==
logic type	Yosys count	synth area share
buf+inv	2267	0.0160
mux	18	0.000323
fa+ha+maj	144	0.00429
compound gates	7467	0.0992
xor+xnor	71	0.00106
simple gates	8529	0.0801
flops	15592	0.799
==> through the flow <==
| step | cells | utilization | setup slack (ns) | hold WS (ns) |
|---|---|---|---|---|
| after detailed placement | 53603 | 0.565 | 9.00 | 0.368 |
| after global placement | 53592 | 0.564 | 9.02 | 0.365 |
| after floorplan | 34088 | - | 9.42 | 0.345 |
| after CTS | 56460 | 0.608 | 9.00 | 0.380 |
